==> /design/flow/design.v <==
`timescale 1ns / 1ps
module SPI_4_Lane
(
	input i_rst,
	input i_clk,
	input i_spi_start,
	output o_spi_done,
	input i_adc_init,
	output reg o_spi_clk,
	output o_cs,
	output o_mosi,
	input i_miso,
	output reg [5:0] o_miso_data,
	input [23:0] i_adc_init_data,
	output [2:0] o_state
);
	localparam IDLE 	= 0;
	localparam DELAY_1	= 1;
	localparam RUN 		= 2;
	localparam DELAY_2 	= 3;
	localparam DONE 	= 4;
	reg [2:0] state;
	reg [2:0] n_state;
	reg [2:0] spi_clk_width_cnt;
	reg [3:0] delay_1_cnt;
	reg [3:0] delay_2_cnt;
	reg [5:0] spi_data_cnt;
	reg [5:0] miso_buf;
	reg [23:0] mosi_buf;
	wire spi_data_comp_flag;
	wire spi_data_flag;
	always @(posedge i_clk or negedge i_rst) 
	begin
		if (~i_rst)
			state <= IDLE;
		else 
			state <= n_state;
	end
	always @(*)
	begin
		case (state)
			IDLE 	: n_state = (i_spi_start) ? DELAY_1 : IDLE;
			DELAY_1 : n_state = (delay_1_cnt >= 3) ? RUN : DELAY_1;
			RUN 	: n_state = (spi_data_comp_flag) ? DELAY_2 : RUN;
			DELAY_2 : n_state = (delay_2_cnt >= 2) ? DONE : DELAY_2;
			DONE 	: n_state = (~i_spi_start) ? IDLE : DONE;
			default : n_state <= IDLE;
		endcase
	end
	always @(posedge i_clk or negedge i_rst) 
	begin
		if (~i_rst)
			delay_1_cnt <= 0;
		else
			delay_1_cnt <= (state == DELAY_1) ? (delay_1_cnt + 1) : 0;
	end
	always @(posedge i_clk or negedge i_rst) 
	begin
		if (~i_rst)
			delay_2_cnt <= 0;
		else
			delay_2_cnt <= (state == DELAY_2) ? (delay_2_cnt + 1) : 0;
	end
	always @(posedge i_clk or negedge i_rst) 
	begin
		if (~i_rst)
			spi_clk_width_cnt <= 3'b111;
		else if (i_adc_init)
		begin
			if ((state == RUN) && (spi_data_cnt <= 48))
				spi_clk_width_cnt <= (spi_clk_width_cnt >= 2) ? 0 : (spi_clk_width_cnt + 1);
			else
				spi_clk_width_cnt <= 3'b111;
		end
		else
		begin
			if ((state == RUN) && (spi_data_cnt <= 12))
				spi_clk_width_cnt <= (spi_clk_width_cnt >= 1) ? 0 : (spi_clk_width_cnt + 1);
			else
				spi_clk_width_cnt <= 3'b111;
		end
	end
	always @(posedge i_clk or negedge i_rst) 
	begin
		if (~i_rst)
			spi_data_cnt <= 0;
		else if (state == RUN)
			spi_data_cnt <= (i_adc_init) ? 	((spi_clk_width_cnt == 2) ? (spi_data_cnt + 1) : spi_data_cnt) :
											((spi_clk_width_cnt == 1) ? (spi_data_cnt + 1) : spi_data_cnt);
		else
			spi_data_cnt <= 0;
	end
	always @(posedge i_clk or negedge i_rst) 
	begin
		if (~i_rst)
			o_spi_clk <= 0;
		else if (state == RUN)
		begin
			if (i_adc_init)
				o_spi_clk <= (spi_clk_width_cnt == 2) ? ((spi_data_cnt == 48) ? o_spi_clk : ~o_spi_clk) : o_spi_clk;
			else
				o_spi_clk <= (spi_clk_width_cnt == 1) ? ((spi_data_cnt == 12) ? o_spi_clk : ~o_spi_clk) : o_spi_clk;
		end
		else
			o_spi_clk <= 0;
	end
	always @(posedge i_clk or negedge i_rst)
	begin
		if (~i_rst)
			miso_buf <= 0;
		else if (spi_data_flag)
			miso_buf <= {miso_buf[4:0], i_miso};
		else
			miso_buf <= miso_buf;
	end
	always @(posedge i_clk or negedge i_rst)
	begin
		if (~i_rst)
			mosi_buf <= 0;
		else if (spi_data_flag)
			mosi_buf <= (spi_data_cnt == 0) ? mosi_buf : {mosi_buf[22:0], 1'b0};
		else if (state == DELAY_1)
			mosi_buf <= i_adc_init_data;
		else
			mosi_buf <= mosi_buf;
	end
	always @(posedge i_clk or negedge i_rst)
	begin
		if (~i_rst)
			o_miso_data <= 0;
		else if (spi_data_comp_flag)
			o_miso_data <= miso_buf;
		else
			o_miso_data <= o_miso_data;
	end
	assign o_spi_done = (state == DONE);
	assign spi_data_flag = ((spi_clk_width_cnt == 0) && (o_spi_clk)) ? ((i_adc_init) ? spi_data_cnt <= (48) : spi_data_cnt <= (12)) : 0;
	assign spi_data_comp_flag = (i_adc_init) ? (spi_data_cnt == 49) : (spi_data_cnt == 13);
	assign o_cs = ((state == IDLE) || (state == DONE));
	assign o_mosi = (i_adc_init) ? ((~o_cs) ? mosi_buf[23] : 1'bz) : 1'bz;
	assign o_state = state;
endmodule
==> /design/flow/run.sh <==
#!/bin/bash
# OpenROAD 26Q1-2900-gdf79404cd8, Yosys 0.63+post, stock flow scripts
make -C /OpenROAD-flow-scripts/flow DESIGN_CONFIG=/design/flow/config.mk WORK_HOME=/design/flow/orfs finish
==> /design/flow/config.mk <==
export PLATFORM = sky130hd
export DESIGN_NAME = SPI_4_Lane
export DESIGN_NICKNAME = SPI_4_Lane
export VERILOG_FILES = /design/flow/design.v
export SDC_FILE = /design/flow/constraint.sdc
export NUM_CORES = 4
export LEC_CHECK = 1
export CORE_UTILIZATION = 50
==> /design/flow/constraint.sdc <==
current_design SPI_4_Lane

set clk_period 6.4
set clk_io_pct 0.2

create_clock -name clk0 -period $clk_period [get_ports {i_clk}]

set non_clock_inputs [all_inputs -no_clocks]
set_input_delay [expr $clk_period * $clk_io_pct] -clock clk0 $non_clock_inputs
set_output_delay [expr $clk_period * $clk_io_pct] -clock clk0 [all_outputs]
==> results.py <==
# Auto-generated metrics
metrics = {
    "final_timing": {
        "grt_setup_unrepaired": "no",
        "layout_setup_ws_ns": 3.07,
        "max_freq_mhz": 301,
        "finalClockSkew_ns": 0.00858,
        "timing.final.crit_share_pct": 52.0,
        "hold_slack_ns": 0.457,
        "worst_pin_slew_ns": 0.804,
        "drv_slew": 0,
        "tns_ns": 0,
        "min_period_ns": 3.33,
        "relSlewSlack_pct": 46.4,
        "final_hold_viol_count": 0,
        "setup_viol": 0,
    },
    "status": {
        "status": "finished, final reports clean",
    },
    "layout": {
        "drive_above_1_share_pct": 12.0,
        "final_area_um2": 3300,
        "area_growth_pct": 20.9,
    },
    "flow_run": {
        "tool_warnings": 32,
        "maxCapViolations": 0,
    },
    "route": {
        "n_antenna_cell": 0,
        "finalWirelength_mm": 5.01,
        "routedWlPerCell_um": 13.6,
        "via_count": 1978,
        "drc": 0,
        "drtIter0Drc": 172,
        "drt.antenna.violating_nets": 0,
        "dr.pass1.iters": 9,
        "viasPerCell": 5.36,
    },
    "setup_path": {
        "endpoint_kind": "flop",
        "critPathMaxFanout": 23,
        "critical-path-top-delay-family": "AND-OR/OR-AND gates",
        "cpMaxStageDelayCell": "o21a_1",
        "slowest_delay_ns": 0.72,
        "cp.required_ns": 6.55,
        "arrival_ns": 3.48,
        "critPathKind": "in -> reg",
        "startpoint_type": "primary input",
        "crit_chain": "clkdlybuf4s50_1 > a41oi_1 > o311a_1 > o21a_1 > a222oi_1",
        "critPathBufInv": 1,
    },
    "placed_design": {
        "hpwl_mm": 3.22,
        "dp_slack_ns": 2.73,
        "postPlaceCellArea_um2": 3150,
        "gp_congestion": 0.807,
        "port_buffers": 41,
    },
    "synthesis": {
        "netlist_area_um2": 2730,
        "ff_type": "dfrtp_1",
        "netlist-cell-type-count": 38,
        "common_cells": "54 x dfrtp_1, 53 x inv_1, 23 x a222oi_1, 19 x nor2_1, 12 x mux2_2",
        "yosys_area_um2": 2730,
        "syn_inst": 248,
        "ys_cells": 248,
        "syn-mean-instance-area_um2": 11.0,
        "synth_top_cell_by_area": "dfrtp_1",
        "synthArstFlopShare_pct": 100,
        "synth_warnings": 3,
        "synth-seq-cells": 57,
        "area_leaders": "dfrtp_1 49%, a222oi_1 8.4%, inv_1 7.3%",
        "postSynthSeqShare_pct": 52.4,
        "synth_top_area_share_pct": 49.5,
        "edf_count": 0,
        "synthMostInstantiatedCell": "dfrtp_1",
    },
    "cts": {
        "post-cts-setup-buffers": 0,
        "cts_hold_buf": 0,
        "clockBufferDepth": 2,
        "cts_tree": "yes",
        "cts_buffers": 9,
        "htreeDepth": 3,
        "cts_resized": 0,
        "insertion_delay_ns": 0.33,
        "root_buffer": "clkbuf_8",
        "cts_sinks": 57,
        "clkSlewWorstSetupHoldPaths_ns": 0.06,
    },
    "power_and_ir_drop": {
        "power_frac_clock_pct": 23.5,
        "combPwrFrac_pct": 31.9,
        "ir_drop_v": 0.000188,
        "p_per_area_nw_per_um2": 353,
        "finalPower_w": 0.00117,
        "leakagePower_nw": 1.59,
        "internal_power_w": 0.000783,
        "switchingPower_w": 0.000384,
        "p_sw_share_pct": 32.9,
        "pwr-share-seq_pct": 44.6,
    },
    "global_route": {
        "antenna_found_initial": 0,
        "grt_pass1_vias": 1910,
        "grt_start_max_net_pins": 58,
        "grt_pass1_wl_mm": 8.93,
        "track_usage_pct": 19.8,
        "gr-total-overflow": 0,
    },
    "floorplanning": {
        "die_height_um": 75.9,
        "coreArea_um2": 5170,
        "fp_util_pct": 52.8,
        "num_rows": 26,
        "io_pins": 42,
        "dieArea_um2": 5760,
        "die_w_um": 75.9,
    },
    "worst_hold_path": {
        "hold_class": "reg -> reg",
    },
}
per-layer routing:
layer  GRT usage [%]  vias up  part of all wire (%)
li1                -      952                     -
met1            33.0      962                    48
met2            28.7       59                    46
met3            4.28        5                   5.1
met4            3.46        0                   1.3
met5               0        -                     0
kinds of logic after synthesis:
logic type | count (synthesis) | share of synthesized area, %
compound gates | 43 | 14.0
xor+xnor | 10 | 3.21
fa+ha+maj | 10 | 4.58
buf+inv | 62 | 10.9
flops | 57 | 52.4
mux | 13 | 5.31
simple gates | 53 | 9.62
state kept, by name, summed over array words and instances (netlist names), 3 cells and up:
| register | count |
|---|---|
| state | 3 |
| spi_data_cnt | 6 |
| miso_buf | 6 |
| delay_1_cnt | 4 |
| o_miso_data | 6 |
| mosi_buf | 24 |
| delay_2_cnt | 4 |
| spi_clk_width_cnt | 3 |
per-stage QoR:
step	cells	util (%)
6_report	369	63.9
5_1_grt	369	63.9
4_1_cts	369	63.9
3_5_place_dp	353	60.8
3_3_place_gp	353	60.8
2_1_floorplan	248	-
power groups by stage:
stage	Sequential (W)	Clock (W)	Combinational (W)
global route	0.000534	0.000299	0.000421
finish	0.000520	0.000275	0.000372
CTS	0.000521	0.000285	0.000374
final timing paths:
path | startpoint | slack (ns) | to | cells past startpoint
min in group asynchronous | i_rst | 1.07 | spi_data_cnt[1] | 2
max reg2reg | spi_data_cnt[0] | 3.48 | mosi_buf[22] | 7
max in group asynchronous | i_rst | 4.84 | o_miso_data[4] | 2
max | i_adc_init | 3.07 | mosi_buf[22] | 5
min | delay_1_cnt[0] | 0.46 | delay_1_cnt[0] | 1
min reg2reg | delay_1_cnt[0] | 0.46 | delay_1_cnt[0] | 1
cells in the final DEF (no fill, tap or decap), types with 2 or more instances in the layout:
cell	Yosys	final
dfrtp_1	54	54
inv_1	53	53
clkdlybuf4s50_1	0	40
a222oi_1	23	23
nor2_1	19	19
mux2_2	12	12
ha_1	10	10
clkbuf_8	1	9
nand2_1	8	8
xnor2_1	6	6
nand3_1	5	5
nand3b_1	4	4
nor3_1	4	4
a31oi_1	4	4
xor2_1	4	4
clkbuf_1	0	4
or3_1	3	3
a21oi_1	3	3
buf_4	1	3
dfstp_2	3	3
and2_1	2	2
nor4_1	2	2
or2_2	2	2
a211oi_1	2	2
o21ai_0	2	2
clkinv_2	0	2
area by class of cell:
type,count,area [um2]
fill,434,1870
sequential,57,1430
multi-input combinational,129,1000
timing repair buffer,44,428
inverter,53,199
clock buffer,13,139
tap,70,87.6
clock inverter,3,17.5
Power and IR drop assume default switching activity.
