===== /design/flow/constraint.sdc =====
current_design Analog_INTL_Top

set clk_period 5.5
set clk_io_pct 0.2

create_clock -name clk0 -period $clk_period [get_ports {i_clk}]

set non_clock_inputs [all_inputs -no_clocks]
set_input_delay [expr $clk_period * $clk_io_pct] -clock clk0 $non_clock_inputs
set_output_delay [expr $clk_period * $clk_io_pct] -clock clk0 [all_outputs]

===== /design/flow/config.mk =====
export PLATFORM = sky130hd
export DESIGN_NAME = Analog_INTL_Top
export DESIGN_NICKNAME = Analog_INTL_Top
export VERILOG_FILES = /design/flow/design.v
export SDC_FILE = /design/flow/constraint.sdc
export NUM_CORES = 4
export LEC_CHECK = 1
export CORE_AREA = 10 10 501 501
export DIE_AREA = 0 0 511 511

===== /design/flow/design.v =====
`timescale 1 ns / 1 ps
module AXI4_Lite_A_INTL #
(
	parameter integer C_S_AXI_DATA_WIDTH	= 0,
	parameter integer C_S_AXI_ADDR_NUM 		= 0,
	parameter integer C_S_AXI_ADDR_WIDTH	= 0
)
(
	output reg [31:0] o_c_over_sp,
	output reg [31:0] o_v_over_sp,
	output reg [31:0] o_dc_c_over_sp,
	output reg [31:0] o_dc_v_over_sp,
	output reg [31:0] o_dc_v_under_sp,
	output reg [31:0] o_igbt_t_over_sp,
	output reg [31:0] o_i_id_t_over_sp,
	output reg [31:0] o_o_id_t_over_sp,
	output reg [31:0] o_c_data_thresh,
	output reg [31:0] o_c_cnt_thresh,
	output reg [31:0] o_c_period,
	output reg [31:0] o_c_cycle_cnt,
	output reg [31:0] o_c_diff,
	output reg [31:0] o_c_delay,
	output reg [31:0] o_v_data_thresh,
	output reg [31:0] o_v_cnt_thresh,
	output reg [31:0] o_v_period,
	output reg [31:0] o_v_cycle_cnt,
	output reg [31:0] o_v_diff,
	output reg [31:0] o_v_delay,
	input S_AXI_ACLK,
	input S_AXI_ARESETN,
	input [C_S_AXI_ADDR_WIDTH - 1 : 0] S_AXI_AWADDR,
	input [2:0] S_AXI_AWPROT,
	input S_AXI_AWVALID,
	output S_AXI_AWREADY,
	input [C_S_AXI_DATA_WIDTH - 1 : 0] S_AXI_WDATA,
	input [(C_S_AXI_DATA_WIDTH / 8) - 1 : 0] S_AXI_WSTRB,
	input S_AXI_WVALID,
	output S_AXI_WREADY,
	output [1:0] S_AXI_BRESP,
	output wire S_AXI_BVALID,
	input S_AXI_BREADY,
	input [C_S_AXI_ADDR_WIDTH - 1 : 0] S_AXI_ARADDR,
	input [2 : 0] S_AXI_ARPROT,
	input S_AXI_ARVALID,
	output S_AXI_ARREADY,
	output [C_S_AXI_DATA_WIDTH - 1 : 0] S_AXI_RDATA,
	output [1 : 0] S_AXI_RRESP,
	output S_AXI_RVALID,
	input S_AXI_RREADY
);
	reg [C_S_AXI_ADDR_WIDTH - 1 : 0] axi_awaddr;
	reg axi_awready;
	reg axi_wready;
	reg [1:0] axi_bresp;
	reg axi_bvalid;
	reg [C_S_AXI_ADDR_WIDTH-1 : 0] axi_araddr;
	reg axi_arready;
	reg [C_S_AXI_DATA_WIDTH-1 : 0] axi_rdata;
	reg [1:0] axi_rresp;
	reg axi_rvalid;
	localparam integer ADDR_LSB = 2;
	localparam integer OPT_MEM_ADDR_BITS = $clog2(C_S_AXI_ADDR_NUM) - 1;
	localparam [C_S_AXI_ADDR_NUM - 1 : 0] io_sel = {20{1'b1}};	 
	reg [C_S_AXI_DATA_WIDTH - 1 : 0] slv_reg[C_S_AXI_ADDR_NUM - 1 : 0];
	wire slv_reg_rden;
	wire slv_reg_wren;
	reg [C_S_AXI_DATA_WIDTH-1:0] reg_data_out;
	integer byte_index;
	reg aw_en;
	genvar i;
	integer j;
	always @( posedge S_AXI_ACLK )
	begin
		if ( S_AXI_ARESETN == 1'b0 )
		begin
			axi_awready <= 1'b0;
			aw_en <= 1'b1;
		end
		else
		begin
			if (~axi_awready && S_AXI_AWVALID && S_AXI_WVALID && aw_en)
			begin
				axi_awready <= 1'b1;
				aw_en <= 1'b0;
			end
			else if (S_AXI_BREADY && axi_bvalid)
			begin
				aw_en <= 1'b1;
				axi_awready <= 1'b0;
			end
			else
	          axi_awready <= 1'b0;
	    end 
	end
	always @( posedge S_AXI_ACLK )
	begin
		if ( S_AXI_ARESETN == 1'b0 )
			axi_awaddr <= 0;
		else
		begin
			if (~axi_awready && S_AXI_AWVALID && S_AXI_WVALID && aw_en)
				axi_awaddr <= S_AXI_AWADDR;
		end
	end
	always @( posedge S_AXI_ACLK )
	begin
		if ( S_AXI_ARESETN == 1'b0 )
			axi_wready <= 1'b0;
		else
		begin
			if (~axi_wready && S_AXI_WVALID && S_AXI_AWVALID && aw_en )
				axi_wready <= 1'b1;
			else
				axi_wready <= 1'b0;
		end 
	end
	generate
	for (i = 0; i < C_S_AXI_ADDR_NUM; i = i + 1)
	begin
		always @( posedge S_AXI_ACLK )
		begin
		if (io_sel[i])
		begin
			if (S_AXI_ARESETN == 1'b0)
				slv_reg[i] <= 0;
			else if (slv_reg_wren)
				if (axi_awaddr[ADDR_LSB+OPT_MEM_ADDR_BITS:ADDR_LSB] == i)
					for ( byte_index = 0; byte_index <= (C_S_AXI_DATA_WIDTH/8)-1; byte_index = byte_index+1 )
						if ( S_AXI_WSTRB[byte_index] == 1 ) 
							slv_reg[i][(byte_index*8) +: 8] <= S_AXI_WDATA[(byte_index*8) +: 8];
			else
				slv_reg[i] <= slv_reg[i];
			end
		end
	end
	endgenerate
	always @( posedge S_AXI_ACLK )
	begin
		if ( S_AXI_ARESETN == 1'b0 )
		begin
			axi_bvalid  <= 0;
			axi_bresp   <= 2'b0;
		end
		else
		begin
			if (axi_awready && S_AXI_AWVALID && ~axi_bvalid && axi_wready && S_AXI_WVALID)
			begin
				axi_bvalid <= 1'b1;
				axi_bresp  <= 2'b0;
			end
			else
			begin
				if (S_AXI_BREADY && axi_bvalid) 
					axi_bvalid <= 1'b0; 
			end
		end
	end
	always @( posedge S_AXI_ACLK )
	begin
		if ( S_AXI_ARESETN == 1'b0 )
		begin
			axi_arready <= 1'b0;
			axi_araddr  <= 32'b0;
		end
		else
		begin
			if (~axi_arready && S_AXI_ARVALID)
			begin
				axi_arready <= 1'b1;
				axi_araddr  <= S_AXI_ARADDR;
			end
			else
				axi_arready <= 1'b0;
		end
	end
	always @( posedge S_AXI_ACLK )
	begin
		if ( S_AXI_ARESETN == 1'b0 )
		begin
			axi_rvalid <= 0;
			axi_rresp  <= 0;
		end 
		else
		begin
			if (axi_arready && S_AXI_ARVALID && ~axi_rvalid)
			begin
				axi_rvalid <= 1'b1;
				axi_rresp  <= 2'b0;
			end
			else if (axi_rvalid && S_AXI_RREADY)
				axi_rvalid <= 1'b0;
		end
	end
	always @(*)
	begin
		reg_data_out = 0;
		for (j = 0; j < C_S_AXI_ADDR_NUM; j = j + 1)
			if (axi_araddr[ADDR_LSB + OPT_MEM_ADDR_BITS : ADDR_LSB] == j)
				reg_data_out = slv_reg[j];
	end
	always @( posedge S_AXI_ACLK )
	begin
		if ( S_AXI_ARESETN == 1'b0 )
			axi_rdata  <= 0;
		else
		begin
			if (slv_reg_rden)
				axi_rdata <= reg_data_out;
		end
	end
	always @(posedge S_AXI_ACLK)
	begin
		o_c_over_sp 		<= slv_reg[0];
		o_v_over_sp 		<= slv_reg[1];
		o_dc_c_over_sp 		<= slv_reg[2];
		o_dc_v_over_sp 		<= slv_reg[3];
		o_dc_v_under_sp		<= slv_reg[4];
		o_igbt_t_over_sp 	<= slv_reg[5];
		o_i_id_t_over_sp 	<= slv_reg[6];
		o_o_id_t_over_sp 	<= slv_reg[7];
		o_c_data_thresh 	<= slv_reg[8];
		o_c_cnt_thresh 		<= slv_reg[9];
		o_c_period 			<= slv_reg[10];
		o_c_cycle_cnt 		<= slv_reg[11];
		o_c_diff 			<= slv_reg[12];
		o_c_delay 			<= slv_reg[13];
		o_v_data_thresh 	<= slv_reg[14];
		o_v_cnt_thresh 		<= slv_reg[15];
		o_v_period 			<= slv_reg[16];
		o_v_cycle_cnt 		<= slv_reg[17];
		o_v_diff 			<= slv_reg[18];
		o_v_delay 			<= slv_reg[19];
	end
	assign S_AXI_AWREADY = axi_awready;
	assign S_AXI_WREADY = axi_wready;
	assign S_AXI_BRESP = axi_bresp;
	assign S_AXI_BVALID = axi_bvalid;
	assign S_AXI_ARREADY = axi_arready;
	assign S_AXI_RDATA = axi_rdata;
	assign S_AXI_RRESP = axi_rresp;
	assign S_AXI_RVALID = axi_rvalid;
	assign slv_reg_wren = axi_wready && S_AXI_WVALID && axi_awready && S_AXI_AWVALID;
	assign slv_reg_rden = axi_arready & S_AXI_ARVALID & ~axi_rvalid;
endmodule
`timescale 1 ns / 1 ps
module Analog_INTL_Top #
(
	parameter integer C_S_AXI_DATA_WIDTH = 32,
	parameter integer C_S_AXI_ADDR_NUM = 20,
	parameter integer C_S_AXI_ADDR_WIDTH = $clog2(C_S_AXI_ADDR_NUM) + 2
)
(
	input i_clk,
	input i_rst,
	output [31:0] o_c_over_sp,
	output [31:0] o_v_over_sp,
	output [31:0] o_dc_c_over_sp,
	output [31:0] o_dc_v_over_sp,
	output [31:0] o_dc_v_under_sp,
	output [31:0] o_igbt_t_over_sp,
	output [31:0] o_i_id_t_over_sp,
	output [31:0] o_o_id_t_over_sp,
	output [31:0] o_c_data_thresh,
	output [31:0] o_c_cnt_thresh,
	output [31:0] o_c_period,
	output [31:0] o_c_cycle_cnt,
	output [31:0] o_c_diff,
	output [31:0] o_c_delay,
	output [31:0] o_v_data_thresh,
	output [31:0] o_v_cnt_thresh,
	output [31:0] o_v_period,
	output [31:0] o_v_cycle_cnt,
	output [31:0] o_v_diff,
	output [31:0] o_v_delay,
	output [31:0] o_phase_under_data,
	output [31:0] o_phase_over_data,
	(* X_INTERFACE_PARAMETER = "FREQ_HZ 199998001" *)
	input wire [C_S_AXI_ADDR_WIDTH-1 : 0] s00_axi_awaddr,
	input wire [2 : 0] s00_axi_awprot,
	input wire  s00_axi_awvalid,
	output wire  s00_axi_awready,
	input wire [C_S_AXI_DATA_WIDTH-1 : 0] s00_axi_wdata,
	input wire [(C_S_AXI_DATA_WIDTH/8)-1 : 0] s00_axi_wstrb,
	input wire  s00_axi_wvalid,
	output wire  s00_axi_wready,
	output wire [1 : 0] s00_axi_bresp,
	output wire  s00_axi_bvalid,
	input wire  s00_axi_bready,
	input wire [C_S_AXI_ADDR_WIDTH-1 : 0] s00_axi_araddr,
	input wire [2 : 0] s00_axi_arprot,
	input wire  s00_axi_arvalid,
	output wire  s00_axi_arready,
	output wire [C_S_AXI_DATA_WIDTH-1 : 0] s00_axi_rdata,
	output wire [1 : 0] s00_axi_rresp,
	output wire  s00_axi_rvalid,
	input wire  s00_axi_rready
);
	AXI4_Lite_A_INTL #
	(
		.C_S_AXI_DATA_WIDTH(C_S_AXI_DATA_WIDTH),
		.C_S_AXI_ADDR_NUM(C_S_AXI_ADDR_NUM),
		.C_S_AXI_ADDR_WIDTH(C_S_AXI_ADDR_WIDTH)
	)
	u_AXI4_Lite_A_INTL
	(
		.o_c_over_sp(o_c_over_sp),
		.o_v_over_sp(o_v_over_sp),
		.o_dc_c_over_sp(o_dc_c_over_sp),
		.o_dc_v_over_sp(o_dc_v_over_sp),
		.o_dc_v_under_sp(o_dc_v_under_sp),
		.o_igbt_t_over_sp(o_igbt_t_over_sp),
		.o_i_id_t_over_sp(o_i_id_t_over_sp),
		.o_o_id_t_over_sp(o_o_id_t_over_sp),
		.o_c_data_thresh(o_c_data_thresh),
		.o_c_cnt_thresh(o_c_cnt_thresh),
		.o_c_period(o_c_period),
		.o_c_cycle_cnt(o_c_cycle_cnt),
		.o_c_diff(o_c_diff),
		.o_c_delay(o_c_delay),
		.o_v_data_thresh(o_v_data_thresh),
		.o_v_cnt_thresh(o_v_cnt_thresh),
		.o_v_period(o_v_period),
		.o_v_cycle_cnt(o_v_cycle_cnt),
		.o_v_diff(o_v_diff),
		.o_v_delay(o_v_delay),
		.S_AXI_ACLK(i_clk),
		.S_AXI_ARESETN(i_rst),
		.S_AXI_AWADDR(s00_axi_awaddr),
		.S_AXI_AWPROT(s00_axi_awprot),
		.S_AXI_AWVALID(s00_axi_awvalid),
		.S_AXI_AWREADY(s00_axi_awready),
		.S_AXI_WDATA(s00_axi_wdata),
		.S_AXI_WSTRB(s00_axi_wstrb),
		.S_AXI_WVALID(s00_axi_wvalid),
		.S_AXI_WREADY(s00_axi_wready),
		.S_AXI_BRESP(s00_axi_bresp),
		.S_AXI_BVALID(s00_axi_bvalid),
		.S_AXI_BREADY(s00_axi_bready),
		.S_AXI_ARADDR(s00_axi_araddr),
		.S_AXI_ARPROT(s00_axi_arprot),
		.S_AXI_ARVALID(s00_axi_arvalid),
		.S_AXI_ARREADY(s00_axi_arready),
		.S_AXI_RDATA(s00_axi_rdata),
		.S_AXI_RRESP(s00_axi_rresp),
		.S_AXI_RVALID(s00_axi_rvalid),
		.S_AXI_RREADY(s00_axi_rready)
	);
	assign o_phase_under_data = 32'h43460000;		 
	assign o_phase_over_data = 32'h43720000;		 
endmodule

===== /design/flow/run.sh =====
#!/bin/bash
# OpenROAD 26Q1-2900-gdf79404cd8, Yosys 0.63+post, stock flow scripts
make -C /OpenROAD-flow-scripts/flow DESIGN_CONFIG=/design/flow/config.mk WORK_HOME=/design/flow/orfs finish

==> flow_metrics.py <==
# Auto-generated metrics
metrics = {
    "layout": {
        "final_layout_size_suffix_gt1_share_pct": 10.5,
        "largest_reg_flops": 640,
        "fillers": 24800,
        "combGateArea_sq_mm": 0.0177,
        "syn2layout_area_growth_pct": 35.6,
        "instances_no_fill": 8571,
        "layout.area.seq_sq_mm": 0.0266,
        "fin_util_pct": 25.9,
    },
    "placement": {
        "io_buffers": 729,
        "place.gp.congestion": 0.954,
        "dpl.hpwl_um": 214000,
        "dp_cells": 8289,
    },
    "final_timing": {
        "finalClockPeriodUsage_pct": 72.2,
        "slew_violations": 0,
        "max_freq_mhz": 252,
        "setup_viol": 0,
        "fin_crit_ns": 3.97,
        "skew_ns": 0.0361,
        "slew_headroom_pct": 28.1,
        "worst-slew-pin-transition_ns": 1.07,
        "finalHoldViolCount": 0,
        "fin_setup_tns_ns": 0,
        "rsz0062_at_grt": "false",
    },
    "clocking": {
        "htree_num_levels": 4,
        "postCtsSetupBuffers": 0,
        "clk_latency_ns": 0.83,
        "cts-root-buf": "clkbuf_16",
        "cts_buffers": 147,
        "clk_pin_slew_worst_paths_ns": 0.07,
        "cts_buffer_depth": 3,
        "cts_tree": "done",
        "cts_resized": 0,
        "ctsHoldBuffers": 0,
        "cts_sinks": 1328,
    },
    "worst_setup_path": {
        "crit_top_cell": "buf_4",
        "end_kind": "register",
        "cp_slowest_stage_delay_ns": 0.99,
        "slowest_stage": "dfxtp_2",
        "worstSetupPathType": "reg -> reg",
        "path_max_fanout": 29,
        "cp-start-kind": "register",
        "path_cells": "buf_4, or3_1, nor2_2, buf_4, a222oi_1, o2111ai_1, a22oi_1, o21ai_0",
        "reg2regPathDepth": 8,
        "cp_data_arrival_time_ns": 4.67,
        "required_ns": 6.20,
    },
    "power": {
        "power_density_mw_per_mm2": 338,
        "vdd_drop_max_uv": 245,
        "p_leak_nw": 22.6,
    },
    "global_route": {
        "grt_max_degree": 156,
        "track_usage_pct": 20.9,
        "grt_pass1_wl_um": 362000,
        "antenna_found_initial": 38,
        "overflow": 0,
        "grt_pass1_vias": 38400,
    },
    "worst_hold_path": {
        "hold_path_depth": 0,
        "holdCritPathClass": "reg -> reg",
    },
    "synth": {
        "ys.warnings.count": 2,
        "async_flop_share_pct": 0,
        "ys_types": 85,
        "synth-edff-count": 0,
        "synth_area_sq_mm": 0.0460,
        "yosysChipArea_sq_mm": 0.0460,
        "syn_avg_cell_area_sq_um": 10.2,
        "ys_cells": 4510,
        "netlist_instances": 4510,
        "ff_type": "dfxtp_1",
        "ys_seq_share_pct": 57.8,
        "yosys_register_bits": 1328,
    },
    "route": {
        "wirelength_um": 277000,
        "vias_per_cell": 4.59,
        "drc": 0,
        "drtIter0Drc": 3721,
        "wire_per_inst_um": 32.3,
        "vias": 39400,
        "dr.pass1.iters": 6,
        "ant_nets": 0,
    },
    "flow_run": {
        "warning_count": 42,
        "maxCapViolations": 0,
    },
    "floorplan": {
        "fp.dieW_um": 511,
        "ios": 808,
        "rows": 180,
        "dieArea_sq_mm": 0.261,
        "initCoreUtil_pct": 19.1,
        "core_region_area_sq_mm": 0.240,
        "die_h_um": 511,
    },
    "outcome": {
        "status": "finished, final reports clean",
    },
}
==> synth_stat cells, drive strengths merged, types with 12 or more instances <==
master | number | area (sq um)
a211oi | 18 | 135
a21boi | 375 | 2820
a21o | 16 | 120
a21oi | 149 | 746
a221oi | 30 | 263
a22oi | 49 | 368
a31oi | 14 | 87.6
buf | 190 | 1150
clkbuf | 227 | 853
dfxtp | 1328 | 26600
mux2i | 298 | 2980
nand2 | 497 | 1870
nand2b | 12 | 75.1
nand3 | 331 | 1680
nand4 | 13 | 81.3
nor2 | 113 | 469
nor2b | 297 | 1860
nor3 | 19 | 125
o211ai | 16 | 120
o21ai | 213 | 1070
o221ai | 17 | 149
o22ai | 54 | 338
o2bb2ai | 13 | 114
or3 | 14 | 87.6
==> power by group <==
part	switching, mW	total, mW	internal (mW)	leakage, nW
registers	0.0333	9.66	9.63	10.7
logic	0.799	1.10	0.305	9.41
clock network	4.38	10.3	5.91	2.46
total	5.21	21.1	15.8	22.6
==> cell usage in the layout, fill, tap and decap left out, drive strengths merged, types with 11 or more instances in the layout <==
cell	instances
a222oi	11
a211oi	18
nor3	19
a21oi	149
o21ai	213
and2	11
clkinv	43
conb	68
a21o	16
a31oi	14
o22ai	54
nor2	113
inv	17
a221oi	30
nand4	13
nor2b	297
o2bb2ai	13
a22oi	49
a21boi	375
clkbuf	199
nand3b	11
nand2	497
dfxtp	1328
clkdlybuf4s50	726
o211ai	16
mux2i	298
or3	14
diode	14
nand2b	12
buf	219
nand3	331
o221ai	17
mux2	11
==> layout make-up <==
type	instances	area share (%)
sequential	1328	42.7
multi-input combinational	2820	28.4
timing repair buffer	945	14.3
clock buffer	199	6.75
tap	3185	6.39
clock inverter	69	1.32
inverter	11	0.0662
antenna	14	0.0562
==> metal layers <==
metal | GRT usage, % | part of all wire, %
met5 | 0 | 0.070
met1 | 23.8 | 36
met4 | 13.3 | 8.4
met3 | 12.3 | 15
met2 | 29.6 | 41
==> critical path, delay by kind of cell, from the launching register on <==
kind / cells / cell delay [ns]
compound gates: 4 / 1.38
flops: 1 / 0.99
buf+inv: 2 / 0.65
simple gates: 2 / 0.83
==> final timing paths <==
check                               startpoint  slack (ns)                          endpoint
max reg2reg   u_AXI4_Lite_A_INTL.axi_araddr[5]        1.53  u_AXI4_Lite_A_INTL.axi_rdata[18]
max           u_AXI4_Lite_A_INTL.axi_araddr[5]        1.53  u_AXI4_Lite_A_INTL.axi_rdata[18]
min reg2reg  u_AXI4_Lite_A_INTL.slv_reg[16][8]        0.35  u_AXI4_Lite_A_INTL.o_v_period[8]
min          u_AXI4_Lite_A_INTL.slv_reg[16][8]        0.35  u_AXI4_Lite_A_INTL.o_v_period[8]
==> cells by family (layout without fill, tap and decap cells) <==
logic type | count (synthesis) | after routing | synth area share, %
flip-flops | 1328 | 1328 | 57.8
XOR/XNOR | 1 | 1 | 0.0191
other | 2 | 82 | 0.0163
AND/OR/NAND/NOR | 1369 | 1369 | 14.9
buffers and inverters | 428 | 1224 | 4.45
AND-OR/OR-AND | 1067 | 1067 | 15.8
multiplexers | 315 | 315 | 7.05
==> stage by stage <==
stage	power, mW	worst slack, ns	cell area [sq um]	hold WS [ns]
2_1_floorplan	10.4	2.79	46200	0.339
3_3_place_gp	11.0	1.10	57300	0.354
3_5_place_dp	11.0	1.10	57300	0.352
4_1_cts	21.2	1.65	62300	0.337
5_1_grt	21.6	1.57	62300	0.356
6_report	21.1	1.53	62300	0.349
Power figures rest on the tool's default switching activity, not on a simulated workload.
