$ cat run.sh
#!/bin/bash
# OpenROAD 26Q1-2900-gdf79404cd8, Yosys 0.63+post, stock flow scripts
make -C /OpenROAD-flow-scripts/flow DESIGN_CONFIG=/design/flow/config.mk WORK_HOME=/design/flow/orfs finish
$ cat config.mk
export PLATFORM = sky130hd
export DESIGN_NAME = Postmortem_Top
export DESIGN_NICKNAME = Postmortem_Top
export VERILOG_FILES = /design/flow/design.v
export SDC_FILE = /design/flow/constraint.sdc
export NUM_CORES = 4
export LEC_CHECK = 1
export CORE_AREA = 10 10 276 276
export DIE_AREA = 0 0 286 286
$ cat constraint.sdc
current_design Postmortem_Top

set clk_period 10.0
set clk_io_pct 0.2

create_clock -name clk0 -period $clk_period [get_ports {i_clk}]

set non_clock_inputs [all_inputs -no_clocks]
set_input_delay [expr $clk_period * $clk_io_pct] -clock clk0 $non_clock_inputs
set_output_delay [expr $clk_period * $clk_io_pct] -clock clk0 [all_outputs]
$ cat design.v
`timescale 1ns / 1ps
module AXI4_Postmortem
(
	input i_clk,
	input i_rst,
	input i_start,
	output o_done,
	input [39:0] i_ddr_addr,
	input [63:0] i_ddr_data,
	output [2:0] o_state,
	output [3:0]	M_AXI_AWID,
	output [39:0] 	M_AXI_AWADDR,
	output [7:0] 	M_AXI_AWLEN,
	output [2:0] 	M_AXI_AWSIZE,
	output [1:0] 	M_AXI_AWBURST,
	output 			M_AXI_AWLOCK,
	output [3:0] 	M_AXI_AWCACHE,
	output [2:0] 	M_AXI_AWPROT,
	output [3:0] 	M_AXI_AWQOS,
	output [3:0] 	M_AXI_AWREGION,
	output [7:0]	M_AXI_AWUSER,
	output 			M_AXI_AWVALID,
	input 			M_AXI_AWREADY,
	output [63:0] 	M_AXI_WDATA,
	output [7:0] 	M_AXI_WSTRB,
	output 			M_AXI_WLAST,
	output [7:0]	M_AXI_WUSER,
	output 			M_AXI_WVALID,
	input 			M_AXI_WREADY,
	input [3:0]		M_AXI_BID,
	input [1:0] 	M_AXI_BRESP,
	input [7:0]		M_AXI_BUSER,
	input 			M_AXI_BVALID,
	output 			M_AXI_BREADY,
	output [3:0]	M_AXI_ARID,
	output [39:0] 	M_AXI_ARADDR,
	output [7:0] 	M_AXI_ARLEN,
	output [2:0] 	M_AXI_ARSIZE,
	output [1:0] 	M_AXI_ARBURST,
	output 			M_AXI_ARLOCK,
	output [3:0] 	M_AXI_ARCACHE,
	output [2:0] 	M_AXI_ARPROT,
	output [3:0] 	M_AXI_ARQOS,
	output [3:0] 	M_AXI_ARREGION,
	output [7:0]	M_AXI_ARUSER,
	output 			M_AXI_ARVALID,
	input 			M_AXI_ARREADY,
	input [3:0]		M_AXI_RID,
	input [63:0] 	M_AXI_RDATA,
	input [1:0] 	M_AXI_RRESP,
	input 			M_AXI_RLAST,
	input [7:0]		M_AXI_RUSER,
	input 			M_AXI_RVALID,
	output 			M_AXI_RREADY
);
	localparam IDLE = 0;
	localparam ADDR = 1;
	localparam DATA = 2;
	localparam RESP = 3;
	localparam DONE = 4;
	reg [2:0] state;
	reg [2:0] n_state;
	reg awvalid_reg;
	reg wvalid_reg;
	reg bready_reg;
	always @(posedge i_clk or negedge i_rst)
	begin
		if (~i_rst)
			state <= IDLE;
		else
			state <= n_state;
	end
	always @(*)
	begin
		n_state 	= state;
		awvalid_reg = 0;
		wvalid_reg 	= 0;
		bready_reg 	= 0;
		case (state)
			IDLE : n_state = (i_start) ? ADDR : IDLE;
			ADDR : begin awvalid_reg = 1;	n_state = (M_AXI_AWREADY) ? DATA : ADDR;	end
			DATA : begin wvalid_reg = 1;	n_state = (M_AXI_WREADY) ? RESP : DATA;		end
			RESP : begin bready_reg = 1;	n_state = (M_AXI_BVALID) ? DONE : RESP;		end
			DONE : n_state = IDLE;
			default:
				n_state = IDLE;
		endcase
	end
	assign o_state = state;
	assign o_done = (state == DONE);
	assign M_AXI_AWID 		= 0;
	assign M_AXI_AWADDR 	= i_ddr_addr;
	assign M_AXI_AWLEN 		= 8'h00; 		 
	assign M_AXI_AWSIZE 	= 3'b011; 	 
	assign M_AXI_AWBURST 	= 2'b01; 		 
	assign M_AXI_AWLOCK 	= 1'b0;      
	assign M_AXI_AWCACHE 	= 4'b0011;   
	assign M_AXI_AWPROT 	= 3'b000;    
	assign M_AXI_AWQOS 		= 4'h0;
	assign M_AXI_AWREGION 	= 4'h0;
	assign M_AXI_AWUSER 	= 8'b0;
	assign M_AXI_AWVALID 	= awvalid_reg;
	assign M_AXI_WDATA 		= i_ddr_data;
	assign M_AXI_WSTRB 		= 8'hFF; 		 
	assign M_AXI_WLAST 		= wvalid_reg; 	 
	assign M_AXI_WUSER      = 8'b0;
	assign M_AXI_WVALID 	= wvalid_reg;
	assign M_AXI_BREADY 	= bready_reg;
	assign M_AXI_ARID 		= 0;
	assign M_AXI_ARADDR 	= 40'd0;
	assign M_AXI_ARLEN 		= 8'd0;
	assign M_AXI_ARSIZE 	= 3'b011;
	assign M_AXI_ARBURST 	= 2'b01;
	assign M_AXI_ARLOCK 	= 1'b0;
	assign M_AXI_ARCACHE 	= 4'b0011;
	assign M_AXI_ARPROT 	= 3'b000;
	assign M_AXI_ARQOS 		= 4'h0;
	assign M_AXI_ARREGION 	= 4'h0;
	assign M_AXI_ARUSER 	= 8'b0;
	assign M_AXI_ARVALID 	= 1'b0;  
	assign M_AXI_RREADY 	= 1'b0;  
endmodule
`timescale 1ns / 1ps
module Postmortem_Handler
(
	input i_clk,
	input i_rst,
	input [31:0] i_c,
	input [31:0] i_v,
	input [31:0] i_dc_c,
	input [31:0] i_dc_v,
	input [31:0] i_igbt_t,
	input [31:0] i_i_inductor_t,
	input [31:0] i_o_inductor_t,
	input [31:0] i_phase_rms_r,
	input [31:0] i_phase_rms_s,
	input [31:0] i_phase_rms_t,
	input i_intl_flag,
	output o_start,
	input i_done,
	output reg [39:0] o_ddr_addr,
	output reg [63:0] o_ddr_data,
	output reg [15:0] o_addr_cnt,
	output [2:0] o_state
);
	localparam IDLE = 0;
	localparam OUTP = 1;
	localparam DC_L = 2;
	localparam IDT  = 3;
	localparam RMS1 = 4;
	localparam RMS2 = 5;
	localparam DONE = 6;
	localparam PERIOD 	= 4000;		 
	localparam ADDR 	= 50000;	 
	localparam OUTPUT 		= 40'h00_0040_0000;
	localparam DC_LINK 		= 40'h00_0050_0000;
	localparam INDUCTER		= 40'h00_0060_0000;
	localparam IGBT_RMS_R	= 40'h00_0070_0000;
	localparam RMS_S_T		= 40'h00_0080_0000;
	reg [2:0] state;
	reg [2:0] n_state;
	reg [11:0] period_cnt;
	reg [14:0] intl_cnt;
	wire ddr_start_flag;
	always @(posedge i_clk or negedge i_rst)
	begin
		if (~i_rst)
			state <= IDLE;
		else
			state <= n_state;
	end
	always @(*)
	begin
		case (state)
			IDLE	: n_state = (ddr_start_flag) ? OUTP : IDLE;
			OUTP	: n_state = (i_done) ? DC_L : OUTP;
			DC_L	: n_state = (i_done) ? IDT : DC_L;
			IDT		: n_state = (i_done) ? RMS1 : IDT;
			RMS1	: n_state = (i_done) ? RMS2 : RMS1;
			RMS2	: n_state = (i_done) ? DONE : RMS2;
			DONE	: n_state = IDLE;
			default:
				n_state = IDLE;
		endcase
	end
	always @(posedge i_clk or negedge i_rst)
	begin
		if (~i_rst)
			period_cnt <= 0;
		else
			period_cnt <= (period_cnt < PERIOD - 1) ? ((intl_cnt < 25000) ? period_cnt + 1 : 0) : 0;
	end
	always @(posedge i_clk or negedge i_rst)
	begin
		if (~i_rst)
			o_addr_cnt <= 0;
		else
			o_addr_cnt <= (state == DONE) ? ((o_addr_cnt == ADDR - 1) ? 0 : o_addr_cnt + 1) : o_addr_cnt;
	end
	always @(posedge i_clk or negedge i_rst)
	begin
		if (~i_rst)
			intl_cnt <= 0;
		else
			intl_cnt <= (i_intl_flag) ? (((state == DONE) && (intl_cnt < 25000)) ? intl_cnt + 1 : intl_cnt) : 0;
	end
	always @(posedge i_clk or negedge i_rst)
	begin
		if (~i_rst)
		begin
			o_ddr_addr <= 0;
			o_ddr_data <= 0;
		end
		else if (state == OUTP)
		begin
			o_ddr_addr <= OUTPUT + (o_addr_cnt * 8);
			o_ddr_data <= {i_c, i_v};
		end
		else if (state == DC_L)
		begin
			o_ddr_addr <= DC_LINK + (o_addr_cnt * 8);
			o_ddr_data <= {i_dc_c, i_dc_v};
		end
		else if (state == IDT)
		begin
			o_ddr_addr <= INDUCTER + (o_addr_cnt * 8);
			o_ddr_data <= {i_i_inductor_t, i_o_inductor_t};
		end
		else if (state == RMS1)
		begin
			o_ddr_addr <= IGBT_RMS_R + (o_addr_cnt * 8);
			o_ddr_data <= {i_igbt_t, i_phase_rms_r};
		end
		else if (state == RMS2)
		begin
			o_ddr_addr <= RMS_S_T + (o_addr_cnt * 8);
			o_ddr_data <= {i_phase_rms_s, i_phase_rms_t};
		end
	end
	assign o_state = state;
	assign ddr_start_flag = (period_cnt == PERIOD - 1);
	assign o_start = ~((state == IDLE) || (state == DONE));
endmodule
`timescale 1 ns / 1 ps
module Postmortem_Top
(
	input i_clk,
	input i_rst,
	input [31:0] i_c,
	input [31:0] i_v,
	input [31:0] i_dc_c,
	input [31:0] i_dc_v,
	input [31:0] i_igbt_t,
	input [31:0] i_i_inductor_t,
	input [31:0] i_o_inductor_t,
	input [31:0] i_phase_rms_r,
	input [31:0] i_phase_rms_s,
	input [31:0] i_phase_rms_t,
	input i_intl_flag,
	output [15:0] o_ddr_addr_cnt,
	output reg [15:0] o_intl_ddr_addr_cnt,
	output [2:0] o_axi4_state,
	output [2:0] o_postm_state,
	(* X_INTERFACE_PARAMETER = "FREQ_HZ 199998001" *)
	output [3:0]	M_AXI_AWID,
	output [39:0] 	M_AXI_AWADDR,
	output [7:0] 	M_AXI_AWLEN,
	output [2:0] 	M_AXI_AWSIZE,
	output [1:0] 	M_AXI_AWBURST,
	output 			M_AXI_AWLOCK,
	output [3:0] 	M_AXI_AWCACHE,
	output [2:0] 	M_AXI_AWPROT,
	output [3:0] 	M_AXI_AWQOS,
	output [3:0] 	M_AXI_AWREGION,
	output [7:0]	M_AXI_AWUSER,
	output 			M_AXI_AWVALID,
	input 			M_AXI_AWREADY,
	output [63:0] 	M_AXI_WDATA,
	output [7:0] 	M_AXI_WSTRB,
	output 			M_AXI_WLAST,
	output [7:0]	M_AXI_WUSER,
	output 			M_AXI_WVALID,
	input 			M_AXI_WREADY,
	input [3:0]		M_AXI_BID,
	input [1:0] 	M_AXI_BRESP,
	input [7:0]		M_AXI_BUSER,
	input 			M_AXI_BVALID,
	output 			M_AXI_BREADY,
	output [3:0]	M_AXI_ARID,
	output [39:0] 	M_AXI_ARADDR,
	output [7:0] 	M_AXI_ARLEN,
	output [2:0] 	M_AXI_ARSIZE,
	output [1:0] 	M_AXI_ARBURST,
	output 			M_AXI_ARLOCK,
	output [3:0] 	M_AXI_ARCACHE,
	output [2:0] 	M_AXI_ARPROT,
	output [3:0] 	M_AXI_ARQOS,
	output [3:0] 	M_AXI_ARREGION,
	output [7:0]	M_AXI_ARUSER,
	output 			M_AXI_ARVALID,
	input 			M_AXI_ARREADY,
	input [3:0]		M_AXI_RID,
	input [63:0] 	M_AXI_RDATA,
	input [1:0] 	M_AXI_RRESP,
	input 			M_AXI_RLAST,
	input [7:0]		M_AXI_RUSER,
	input 			M_AXI_RVALID,
	output 			M_AXI_RREADY
);
	wire start;
	wire done;
	wire [39:0] ddr_addr;
	wire [63:0] ddr_data;
	wire [15:0] addr_cnt;
	reg intl_flag_buf;
	always @(posedge i_clk or negedge i_rst)
	begin
		if (~i_rst)
			o_intl_ddr_addr_cnt <= 0;
		else
			o_intl_ddr_addr_cnt <= (i_intl_flag) ? ((intl_flag_buf) ? o_intl_ddr_addr_cnt : addr_cnt) : 0;
	end
	always @(posedge i_clk or negedge i_rst)
	begin
		if (~i_rst)
			intl_flag_buf <= 0;
		else
			intl_flag_buf <= (i_intl_flag);
	end
	AXI4_Postmortem u_AXI4_Postmortem
	(
		.i_clk(i_clk),
		.i_rst(i_rst),
		.i_start(start),
		.o_done(done),
		.i_ddr_addr(ddr_addr),
		.i_ddr_data(ddr_data),
		.o_state(o_axi4_state),
		.M_AXI_AWID(M_AXI_AWID),
		.M_AXI_AWADDR(M_AXI_AWADDR),
		.M_AXI_AWLEN(M_AXI_AWLEN),
		.M_AXI_AWSIZE(M_AXI_AWSIZE),
		.M_AXI_AWBURST(M_AXI_AWBURST),
		.M_AXI_AWLOCK(M_AXI_AWLOCK),
		.M_AXI_AWCACHE(M_AXI_AWCACHE),
		.M_AXI_AWPROT(M_AXI_AWPROT),
		.M_AXI_AWQOS(M_AXI_AWQOS),
		.M_AXI_AWREGION(M_AXI_AWREGION),
		.M_AXI_AWUSER(M_AXI_AWUSER),
		.M_AXI_AWVALID(M_AXI_AWVALID),
		.M_AXI_AWREADY(M_AXI_AWREADY),
		.M_AXI_WDATA(M_AXI_WDATA),
		.M_AXI_WSTRB(M_AXI_WSTRB),
		.M_AXI_WLAST(M_AXI_WLAST),
		.M_AXI_WUSER(M_AXI_WUSER),
		.M_AXI_WVALID(M_AXI_WVALID),
		.M_AXI_WREADY(M_AXI_WREADY),
		.M_AXI_BID(M_AXI_BID),
		.M_AXI_BRESP(M_AXI_BRESP),
		.M_AXI_BUSER(M_AXI_BUSER),
		.M_AXI_BVALID(M_AXI_BVALID),
		.M_AXI_BREADY(M_AXI_BREADY),
		.M_AXI_ARID(M_AXI_ARID),
		.M_AXI_ARADDR(M_AXI_ARADDR),
		.M_AXI_ARLEN(M_AXI_ARLEN),
		.M_AXI_ARSIZE(M_AXI_ARSIZE),
		.M_AXI_ARBURST(M_AXI_ARBURST),
		.M_AXI_ARLOCK(M_AXI_ARLOCK),
		.M_AXI_ARCACHE(M_AXI_ARCACHE),
		.M_AXI_ARPROT(M_AXI_ARPROT),
		.M_AXI_ARQOS(M_AXI_ARQOS),
		.M_AXI_ARREGION(M_AXI_ARREGION),
		.M_AXI_ARUSER(M_AXI_ARUSER),
		.M_AXI_ARVALID(M_AXI_ARVALID),
		.M_AXI_ARREADY(M_AXI_ARREADY),
		.M_AXI_RID(M_AXI_RID),
		.M_AXI_RDATA(M_AXI_RDATA),
		.M_AXI_RRESP(M_AXI_RRESP),
		.M_AXI_RLAST(M_AXI_RLAST),
		.M_AXI_RUSER(M_AXI_RUSER),
		.M_AXI_RVALID(M_AXI_RVALID),
		.M_AXI_RREADY(M_AXI_RREADY)
	);
	Postmortem_Handler u_Postmortem_Handler
	(
		.i_clk(i_clk),
		.i_rst(i_rst),
		.i_c(i_c),
		.i_v(i_v),
		.i_dc_c(i_dc_c),
		.i_dc_v(i_dc_v),
		.i_igbt_t(i_igbt_t),
		.i_i_inductor_t(i_i_inductor_t),
		.i_o_inductor_t(i_o_inductor_t),
		.i_phase_rms_r(i_phase_rms_r),
		.i_phase_rms_s(i_phase_rms_s),
		.i_phase_rms_t(i_phase_rms_t),
		.i_intl_flag(i_intl_flag),
		.o_start(start),
		.i_done(done),
		.o_ddr_addr(ddr_addr),
		.o_ddr_data(ddr_data),
		.o_addr_cnt(addr_cnt),
		.o_state(o_postm_state)
	);
	assign o_ddr_addr_cnt = addr_cnt;
endmodule
==> metrics.cfg <==
[cts]
cts-root-buf=clkbuf_16
hold_buffers=0
clk_latency_ns=0.49
cts_setup_buffers=0
cts_tree=built
ctsLongestPathBuffers=2
cts_buffers=17
h-tree-depth=4
cts.clk_slew.worst_paths_ns=0.07
cts_resized=0
clock_sinks=150

[placement]
dp.final_hpwl_um=35450
dpl-instance-area_um2=15620
place_congestion=0.8364
dp_cells=2542
port_buffers=451

[timing]
fin_skew_ns=0.01850
setup_violations=0
period_minus_slack_ns=3.956
hold_viol=0
worstMarginPinSlew_ns=0.7487
timing.slew.headroom=0.5008
fmax_mhz=252.8
finalCritPeriodShare=0.3956
fin_tns_setup_ns=0
rsz0062_at_grt=false
hold_ws_ns=0.4891
slew_violations=0

[synthesis]
ys_seq_frac=0.3468
ys_warn_count=3
yosys_area_um2=10820
avgSynthCellArea_um2=8.799
syn_inst=1230
synth_cell_types=56
ys_cells=1230
ys_async_sr_fraction=1.000
ff_type=dfrtp_1
edf_count=0
ys.flops=150
synth.cell_area_um2=10820

[worst_setup_path]
cp.arrival_ns=1.96
cp-end-kind=output pin
cp_cell_sequence=clkdlybuf4s50_1
critPathMaxFanout=55
cpPeakStageDelay_ns=0.85
critPathBufInv=1
reg2reg_depth=6
regToRegSetupSlack_ns=7.09
critPathLaunchType=flip-flop
criticalPathCategory=flip-flop to output pin
cp.required_ns=8.00
r2r-start=u_Postmortem_Handler.state[0]
setup.worst_path.start=u_Postmortem_Handler.state[0]
critPathSlowestCell=dfrtp_4
reg2reg_to=u_Postmortem_Handler.o_ddr_data[45]
crit_family=flip-flops

[power_and_ir_drop]
switchingPower_mw=0.4311
finalPower_mw=1.583
clkPwrFrac=0.442
p_per_area_nw_per_um2=97.49
p_seq_frac=0.409
switching_share=0.2724
irDropWorstVdd_v=0.00007211
internal-power_mw=1.152
p_leak_nw=6.228
p_comb_frac=0.149

[global_routing]
grt-ovfl-total=0
grt_pass1_wl_um=68140
grt_antenna_before_repair=4
grt_max_degree=117
grt_pass1_vias=10300
grt.total_usage=0.1091

[worst_hold_path]
min_from=u_Postmortem_Handler.period_cnt[0]
holdPathStages=1
whs_endpoint=u_Postmortem_Handler.period_cnt[0]
hp-class=flip-flop to flip-flop

[final_layout]
drive_gt1_frac=0.05692
area_growth_pct=50.01
fillers=7690
lay_top_count=clkdlybuf4s50_1
final_layout_top_logic_cells=450 x clkdlybuf4s50_1, 171 x nor2_1, 160 x conb_1
postLayoutCellArea_um2=16240
instances_no_fill=2575

[route]
wl_per_cell_um=18.14
via_per_inst=3.945
drc=0
drt_first_iter_violations=631
first_pass_iters=5
antenna_left=0
wirelength_um=46700
vias=10160

[die]
core_area_um2=70150
dieArea_um2=81800
row_count=97
fp_util=0.1543
die_y_um=286
io_pins=707
die_width_um=286

[status]
status=finished, final reports clean

[job]
warnings=123
cap_violations=0

-- synthesized netlist by cell type (all sizes together), types with 4 or more instances --
master | number | share of area
o21ai | 26 | 0.013
a22oi | 41 | 0.028
nand2 | 90 | 0.031
nand3 | 19 | 0.0088
nor2b | 43 | 0.025
xnor2 | 18 | 0.015
dfrtp | 150 | 0.35
nor4 | 6 | 0.0066
inv | 4 | 0.0014
o22a | 5 | 0.0040
xor2 | 11 | 0.0089
mux2i | 86 | 0.080
o221ai | 59 | 0.048
buf | 213 | 0.14
mux2 | 21 | 0.022
clkbuf | 43 | 0.015
a21oi | 28 | 0.013
nor2 | 172 | 0.060
a221o | 41 | 0.038
nor3 | 10 | 0.0071
and3 | 12 | 0.0069
nand2b | 30 | 0.017
o22ai | 23 | 0.013
a31oi | 44 | 0.025
-- flip-flops by register name, summed over array words and instances, names as in the netlist --
name	count
o_intl_ddr_addr_cnt	16
u_Postmortem_Handler.o_addr_cnt	16
u_Postmortem_Handler.period_cnt	12
intl_flag_buf	1
u_Postmortem_Handler.state	3
u_AXI4_Postmortem.state	3
u_Postmortem_Handler.o_ddr_addr	20
u_Postmortem_Handler.intl_cnt	15
u_Postmortem_Handler.o_ddr_data	64
-- stage by stage --
stage                     utilization  worst slack, ns
after global routing           0.2314            5.941
after detailed placement       0.2227            6.000
final                          0.2314            6.044
after CTS                      0.2314            5.986
after floorplan                     -            7.119
after global placement         0.2227            6.008
-- logic make-up after synthesis --
logic type	after synthesis	share of synthesized area
AND-OR/OR-AND	276	0.1898
XOR/XNOR	29	0.02347
adder cells (fa/ha/maj)	3	0.003469
buffers and inverters	261	0.1560
flip-flops	150	0.3468
multiplexers	108	0.1035
other	2	0.0006939
AND/OR/NAND/NOR	401	0.1763
-- how the worst max path moves through the flow --
stage / end / slack (ns) / cells past startpoint
after global routing: o_postm_state[0] / 5.94 / 1
final: o_postm_state[0] / 6.04 / 1
after CTS: o_postm_state[0] / 5.99 / 1
-- metal layers --
metal,GRT usage,wire (um)
met4,0.01869,903
met1,0.1495,20440
met3,0.03076,3670
met5,0,18
met2,0.1721,21660
-- final cells by class --
class	count	area (um^2)	area share
flip-flops and latches	150	3765	0.2319
diodes	1	2.502	0.0001541
repair buffers	470	4671	0.2877
well taps	940	1176	0.07244
clock inverters	14	172.7	0.01064
clock buffers	18	439.2	0.02705
inverters	5	18.77	0.001156
multi-input cells	977	5991	0.3690
-- power groups by stage --
stage,Combinational [mW],Sequential (mW),Clock (mW)
6_report,0.236,0.647,0.700
5_1_grt,0.259,0.650,0.753
4_1_cts,0.242,0.646,0.733
No activity file was given, so power comes from the tool's default toggle rates.
